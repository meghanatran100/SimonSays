==> design.v <==
`timescale 1ns / 1ps
module REG_FILE(
    input [4:0] ADR1, ADR2, 
    input logic [4:0] WA,
    input logic [31:0] WD,
    input logic EN,
    input CLK,
    output logic [31:0] RS1,
    output logic [31:0] RS2 
    );
    logic [31:0] ram [0:31];
    initial begin
        int i;
        for(i = 0; i < 32; i++) begin
            ram[i] = 0;
        end
    end
    always_comb begin
        RS1 = ram[ADR1];
        RS2 = ram[ADR2];
    end
    always_ff @(posedge CLK) begin
        if((EN == 1) & (WA != 0))
            ram[WA] <= WD;
    end
endmodule
==> run.sh <==
#!/bin/bash
# OpenROAD 26Q1-2900-gdf79404cd8, Yosys 0.63+post, stock flow scripts
make -C /OpenROAD-flow-scripts/flow DESIGN_CONFIG=/design/flow/config.mk WORK_HOME=/design/flow/orfs finish
==> config.mk <==
export PLATFORM = sky130hd
export DESIGN_NAME = REG_FILE
export DESIGN_NICKNAME = REG_FILE
export VERILOG_FILES = /design/flow/design.v
export SDC_FILE = /design/flow/constraint.sdc
export NUM_CORES = 4
export LEC_CHECK = 1
export CORE_UTILIZATION = 30
==> constraint.sdc <==
current_design REG_FILE

set clk_period 7.5
set clk_io_pct 0.2

create_clock -name clk0 -period $clk_period [get_ports {CLK}]

set non_clock_inputs [all_inputs -no_clocks]
set_input_delay [expr $clk_period * $clk_io_pct] -clock clk0 $non_clock_inputs
set_output_delay [expr $clk_period * $clk_io_pct] -clock clk0 [all_outputs]
==> results.json <==
{
  "status": "finished clean",
  "cts_root_buf": "clkbuf_16",
  "hold_path_depth": 2,
  "async_reset_ff_frac": 0,
  "h-tree-depth": 3,
  "startpoint_type": "input port",
  "crit_arrival_ns": 4.56,
  "yosys-top-cells-count": "edfxtp_1 (1024), mux2i_1 (1024), nand2_1 (195)",
  "ys.warnings.count": 1,
  "syn_area_um2": 48800,
  "maxCapViolations": 0,
  "drt_wl_total_um": 154000,
  "cts.sinks": 1024,
  "edf_count": 1024,
  "final_hold_viol_count": 0,
  "ys_seq_frac": 0.631,
  "area_growth_pct": 15.2,
  "cts_resized": 0,
  "min_to": "ram[29][7]$_DFFE_PP_",
  "yosysChipArea_um2": 48800,
  "largest_register_ffs": 1024,
  "log.warning_count": 26,
  "grt_use_total": 0.196,
  "syn_inst": 3386,
  "pwr_density_cell_nw_per_um2": 227,
  "min_from": "WD[7]",
  "critical_path_class": "in2out",
  "dieArea_um2": 164000,
  "dr.pass1.iters": 5,
  "required_ns": 6.00,
  "ys_types": 24,
  "cts.path.max_buffers": 3,
  "final_core_util": 0.349,
  "drv_slew": 0,
  "total_power_mw": 12.7,
  "cp_common_cell": "clkdlybuf4s50_1",
  "top_register": "ram",
  "worst_pin_slew_ns": 0.901,
  "rows": 147,
  "fmax_mhz": 165,
  "crit_chain": "clkdlybuf4s50_1 > and2_4 > buf_4 > a22o_1 > nor3_1 > a31oi_1 > nand3_1 > clkdlybuf4s50_1",
  "gr-total-overflow": 0,
  "antenna_found_initial": 10,
  "top_area_cell": "edfxtp_1",
  "drt_iter0_drc": 1933,
  "fin_ws_ns": 1.44,
  "viasPerCell": 5.37,
  "postCtsSetupBuffers": 0,
  "endpoint_kind": "primary output",
  "cp_slowest_cell": "and2_4",
  "core_um2": 161000,
  "ir_drop_mv": 0.195,
  "grt_pass1_vias": 31770,
  "total_leakage_power_nw": 20.3,
  "synthesis.area_per_instance_um2": 14.4,
  "post_drt_wl_per_cell_um": 26.7,
  "drt_drc_violations_left": 0,
  "grt_max_degree": 85,
  "path_clk_slew_ns": 0.06,
  "place_ws_ns": 1.54,
  "area_leaders": "edfxtp_1 (63%), mux2i_1 (21%), a22oi_1 (3.0%)",
  "die_h_um": 405,
  "crit_fanout": 35,
  "ant_nets": 0,
  "cts_hold_buf": 0,
  "critical_path_buf_inv_count": 3,
  "fp-utilization": 0.303,
  "synthDominantCellAreaShare": 0.631,
  "rsz0062_at_grt": "false",
  "period_needed_ns": 6.06,
  "flop_cell": "edfxtp_1",
  "grt_pass1_wl_um": 219000,
  "gp_congestion": 0.859,
  "ys_ff": 1024,
  "dp_hpwl_um": 84800,
  "reg.largest.list": "ram: 1024 flops",
  "cts_tree": "built",
  "num_vias": 30965,
  "numCtsBuffers": 102,
  "layout-drive-gt1-share": 0.0941,
  "setup_viol": 0,
  "num_io_pins": 113,
  "final.setup.tns_ns": 0,
  "die_x_um": 405,
  "relSlewSlack": 0.398,
  "ys_cells": 3386,
  "critPathLaunch": "ADR2[0]",
  "crit_family": "buffers and inverters",
  "finalClockPeriodUsage": 0.808,
  "hold_class": "in2reg",
  "max_stage_delay_ns": 0.64,
  "portBuffers": 112
}
## report_power, final
group	switching, mW	leakage (nW)	total (mW)	internal, mW
clock	2.22	1.64	5.13	2.91
sequential	0.0322	9.25	6.41	6.38
combinational	0.735	9.46	1.19	0.457
total	2.99	20.3	12.7	9.75
## cells by family after synthesis
group | count (synthesis) | synth area share
flip-flops | 1024 | 0.631
buffers and inverters | 253 | 0.0315
multiplexers | 1024 | 0.210
AND-OR/OR-AND | 576 | 0.0805
AND/OR/NAND/NOR | 508 | 0.0471
other | 1 | 0.0000769
## layout by cell type (no fill, tap or decap), drive strengths merged
master	count
clkbuf	122
clkinvlp	2
clkdlybuf4s50	110
or3b	3
and2	2
a22oi	192
nor2	34
clkinv	51
nor2b	4
a21oi	192
nand2	195
diode	1
nor3	64
a31oi	64
a22o	128
nand2b	4
edfxtp	1024
mux2i	1024
nand3	194
inv	3
or3	1
conb	32
or2	2
nand3b	5
bufinv	11
buf	141
## how the worst max path moves through the flow
| stage | slack, ns | end | cells after the start |
|---|---|---|---|
| CTS | 1.53 | RS2[8] | 8 |
| global route | 1.37 | RS2[19] | 8 |
| finish | 1.44 | RS2[19] | 8 |
## final cells by class
| type | count | area [um2] |
|---|---|---|
| Clock buffer | 122 | 2650 |
| Tap cell | 2160 | 2700 |
| Multi-Input combinational cell | 2140 | 16900 |
| Timing Repair Buffer | 251 | 2460 |
| Clock inverter | 67 | 699 |
| Sequential cell | 1024 | 30700 |
| Antenna cell | 1 | 2.50 |
| Fill cell | 15183 | 105000 |
## per-layer routing
layer	share of wire	track usage
met2	0.45	0.293
met5	0.00053	0
met3	0.15	0.129
met1	0.36	0.237
met4	0.030	0.0498
## through the flow
| stage | instance area [um2] | instances | hold slack, ns |
|---|---|---|---|
| finish | 56200 | 5765 | 1.60 |
| global route | 56200 | 5764 | 1.61 |
| CTS | 56200 | 5764 | 1.56 |
| detailed placement | 52800 | 5575 | 2.33 |
| global placement | 52800 | 5575 | 2.33 |
| floorplan | 48900 | 3417 | 1.60 |
Power is estimated from default activity; no workload was simulated.
